### design/flow/run.sh
#!/bin/bash
# OpenROAD 26Q1-2900-gdf79404cd8, Yosys 0.63+post, stock flow scripts
make -C /OpenROAD-flow-scripts/flow DESIGN_CONFIG=/design/flow/config.mk WORK_HOME=/design/flow/orfs finish
### design/flow/config.mk
export PLATFORM = sky130hd
export DESIGN_NAME = ethernet_header_parser
export DESIGN_NICKNAME = ethernet_header_parser
export VERILOG_FILES = /design/flow/design.v
export SDC_FILE = /design/flow/constraint.sdc
export NUM_CORES = 4
export LEC_CHECK = 1
export CORE_UTILIZATION = 50
### design/flow/constraint.sdc
current_design ethernet_header_parser

set clk_period 3.2
set clk_io_pct 0.2

create_clock -name clk0 -period $clk_period [get_ports {clk}]

set non_clock_inputs [all_inputs -no_clocks]
set_input_delay [expr $clk_period * $clk_io_pct] -clock clk0 $non_clock_inputs
set_output_delay [expr $clk_period * $clk_io_pct] -clock clk0 [all_outputs]
### design/flow/design.v
module ethernet_header_parser (
    tdata,
    clk,
    tvalid,
    dst_mac,
    src_mac,
    eth_type,
    valid
);
    input [63:0] tdata;
    input clk;
    input tvalid;
    output [47:0] dst_mac;
    output [47:0] src_mac;
    output [15:0] eth_type;
    output valid;
    wire _23 = 1'b0;
    wire _22 = 1'b0;
    wire _20 = 1'b1;
    wire _19 = 1'b0;
    wire _18 = 1'b0;
    wire _17 = 1'b0;
    reg _21;
    wire _1;
    reg _24;
    wire [15:0] _26 = 16'b0000000000000000;
    wire [15:0] _25 = 16'b0000000000000000;
    wire [7:0] _29;
    wire [7:0] _28;
    wire [15:0] _30;
    reg [15:0] _31;
    wire [15:0] _3;
    reg [15:0] _27;
    wire [47:0] _33 = 48'b000000000000000000000000000000000000000000000000;
    wire [47:0] _32 = 48'b000000000000000000000000000000000000000000000000;
    wire [7:0] _43;
    wire [7:0] _42;
    wire [7:0] _41;
    wire [7:0] _40;
    wire [15:0] _39;
    wire [47:0] _44;
    wire [31:0] _37 = 32'b00000000000000000000000000000000;
    wire [7:0] _36;
    wire [7:0] _35;
    wire [47:0] _38;
    reg [47:0] _45;
    wire [47:0] _5;
    reg [47:0] _34;
    wire [47:0] _56 = 48'b000000000000000000000000000000000000000000000000;
    wire [47:0] _55 = 48'b000000000000000000000000000000000000000000000000;
    wire [7:0] _63;
    wire [7:0] _62;
    wire [7:0] _61;
    wire [7:0] _60;
    wire [7:0] _59;
    wire [7:0] _58;
    wire [47:0] _64;
    wire vdd = 1'b1;
    wire [1:0] _14 = 2'b00;
    wire [1:0] _13 = 2'b00;
    wire [1:0] _53;
    wire [1:0] _51 = 2'b11;
    wire [1:0] _52;
    wire [1:0] _49 = 2'b10;
    wire [1:0] _50;
    wire [1:0] _47 = 2'b01;
    wire [1:0] _46 = 2'b00;
    wire [1:0] _48;
    reg [1:0] _54;
    wire [1:0] _10;
    reg [1:0] _16;
    reg [47:0] _65;
    wire [47:0] _11;
    reg [47:0] _57;
    always @* begin
        case (_16)
        0: _21 <= _17;
        1: _21 <= _18;
        2: _21 <= _19;
        default: _21 <= _20;
        endcase
    end
    assign _1 = _21;
    always @(posedge clk) begin
        _24 <= _1;
    end
    assign _29 = tdata[47:40];
    assign _28 = tdata[39:32];
    assign _30 = { _28, _29 };
    always @* begin
        case (_16)
        0: _31 <= _27;
        1: _31 <= _27;
        2: _31 <= _30;
        default: _31 <= _27;
        endcase
    end
    assign _3 = _31;
    always @(posedge clk) begin
        _27 <= _3;
    end
    assign _43 = tdata[31:24];
    assign _42 = tdata[23:16];
    assign _41 = tdata[15:8];
    assign _40 = tdata[7:0];
    assign _39 = _34[47:32];
    assign _44 = { _39, _40, _41, _42, _43 };
    assign _36 = tdata[63:56];
    assign _35 = tdata[55:48];
    assign _38 = { _35, _36, _37 };
    always @* begin
        case (_16)
        0: _45 <= _34;
        1: _45 <= _38;
        2: _45 <= _44;
        default: _45 <= _34;
        endcase
    end
    assign _5 = _45;
    always @(posedge clk) begin
        _34 <= _5;
    end
    assign _63 = tdata[47:40];
    assign _62 = tdata[39:32];
    assign _61 = tdata[31:24];
    assign _60 = tdata[23:16];
    assign _59 = tdata[15:8];
    assign _58 = tdata[7:0];
    assign _64 = { _58, _59, _60, _61, _62, _63 };
    assign _53 = tvalid ? _51 : _46;
    assign _52 = tvalid ? _51 : _49;
    assign _50 = tvalid ? _49 : _47;
    assign _48 = tvalid ? _47 : _46;
    always @* begin
        case (_16)
        0: _54 <= _48;
        1: _54 <= _50;
        2: _54 <= _52;
        default: _54 <= _53;
        endcase
    end
    assign _10 = _54;
    always @(posedge clk) begin
        _16 <= _10;
    end
    always @* begin
        case (_16)
        0: _65 <= _57;
        1: _65 <= _64;
        2: _65 <= _57;
        default: _65 <= _57;
        endcase
    end
    assign _11 = _65;
    always @(posedge clk) begin
        _57 <= _11;
    end
    assign dst_mac = _57;
    assign src_mac = _34;
    assign eth_type = _27;
    assign valid = _24;
endmodule
==> run summary <==
yosys + openroad results -> status complete, no violations, first-pass GRT wire length 13100 um, YS chip area ~0.0038 mm^2, sequential power share 0.463, CP Launch Type flop, Final setup viols 0, clk slew on worst S/H paths about 0.060 ns, syn_area_per_cell approximately 22 um^2, PD cells between 600 and 700 mW/mm^2, wire length per cell 17.24 um, R2R depth 3, FF-to-FF setup slack around 1.7 ns, CP max stage cell clkdlybuf4s50_1, Synth mux share 0, WP data required between 2 and 3 ns, CP max stage delay 0.52 ns, Final Instance Count excl. Fillers around 480, critical path class flop to output pin, synth warn 1, Top-area cell share 0.8900, Chip Height 89.71 um, initial antenna violation count 0, CTS Buffer Depth 2, number of logged tool warnings 26, root buffer cell clkbuf_8, Design Area, Final 0.006340 mm^2, hold-fix buffers at CTS 0, worst-margin pin slew 0.6176 ns, period utilisation layout 0.6266, most frequent cells in the layout clkdlybuf4s50_1 (178), edfxtp_1 (114), and2_1 (32), WP data arrival 1.37 ns, Hold EP _24$_DFF_P_, std cell rows 31, most used logic cell in the final layout clkdlybuf4s50_1, Fin Clk Skew just under 0.005 ns, RSZ-0062 raised after global routing false, die width 89.71 um, Worst slew margin 0.5883, cts bufs inserted 17, Setup Buffers After CTS 0, Final ANT Viol Nets 0, Dominant combinational family simple AND/OR/NAND/NOR gates, min-delay src _16[0]$_DFF_P_, xor and xnor area share after synthesis 0, DPL Wire Length 5216 um, Logic pwr share 0.083, vias in the first global route 2440, min Tclk post-route approximately 2.0 ns, Peak VDD IR about 0.4 mV, Final Hold Viols 0, Chip Area between 0.008 and 0.009 mm^2, diodes inserted 0, Ports 179, Seq cells post-synth roughly 120, Vias about 2300, Tot GR Track Use 0.2480, Worst path top cell family by delay buffers and inverters, CTS tree built, layout cell share with drive strength beyond 1 0.09610, Clock power frac 0.454, top cell type by total area after synthesis edfxtp_1, core area about 0.0073 mm^2, total wire length 8342 um, DRC 0, Synth Area in Simple Gates 0.08263, post-synthesis sequential area ratio 0.9057, Hold Path Depth 1, crit-path cells clkdlybuf4s50_1, total clock sinks 117, total grt overflow 0, GP Congestion around 0.8, setup ws final about 1.2 ns, post-CTS sizing 0, Synth Instances 175, f_max around 0.5 GHz, Init Core Util 0.5247, clk latency late pin around 0.49 ns, Via density approximately 4.7, Synth Area in Adders 0, Post-synth area hogs edfxtp_1 (89%), and2_1 (5.2%), nor2b_1 (2.8%), switching pwr approximately 0.74 mW, initial drt markers 86, I/O Buffers approximately 180, placed insts about 450, Leakage 2.284 nW, Area Growth Syn to Fin 64.83%, internal power ~3.2 mW, Hold Path Class flop to flop, CP endpoint kind output pin, aoi share 0.004554, first-pass detailed-route iteration total 4, Cell variety after synth 11, Area after DPL approximately 0.0058 mm^2, CP Buf/Inv Count 1, CTS HTree Levels 4, yosys cell count 175, largest net degree at the start of global routing roughly 61, Sw Share 0.1879, setup_tns 0 ns, Max Slew Vio Count 0, Post-Syn Area slightly below 0.004 mm^2, reg-to-reg critical path endpoint _34[14]$_SDFFCE_PN0P_, max_cap viols 0, worst-path maximum fanout 1, pre-CTS setup slack roughly 1.7 ns
[metrics by stage]
step           hold slack, ns  power [mW]    util
2_1_floorplan          0.4170       1.896       -
3_3_place_gp           0.4274       2.180  0.7860
3_5_place_dp           0.4441       2.187  0.7860
4_1_cts                0.4518       3.988  0.8648
5_1_grt                0.4714       4.085  0.8648
6_report               0.4441       3.952  0.8648
[power groups by stage]
| stage | combinational [mW] | clock, mW | sequential (mW) |
|---|---|---|---|
| finish | 0.327 | 1.79 | 1.83 |
| CTS | 0.332 | 1.82 | 1.83 |
| global route | 0.352 | 1.89 | 1.84 |
[Yosys cell counts]
master and n:
buf_4 1, dfxtp_1 3, o21a_1 1, or2_1 1, nor3_1 1, clkbuf_2 3
and2_1 32, o21ba_2 1, buf_2 1, nor2b_1 17, edfxtp_1 114
[layer usage]
metal / vias to the layer above / global-route usage / wire length [um]
met5: - / 0 / 0
met4: 0 / 0.05874 / 206
met3: 12 / 0.1237 / 989
met2: 138 / 0.3474 / 3902
met1: 1081 / 0.4198 / 3244
li1: 1051 / - / -
[kinds of logic (layout without fill, tap and decap cells)]
group,Yosys count,after routing
flip-flops,117,117
AND-OR/OR-AND,2,2
AND/OR/NAND/NOR,51,51
buffers and inverters,5,215
[worst reg2reg max path, cell delays in order (launching register included)]
cell and delay, ns:
edfxtp_1 0.35, buf_4 0.30, or2_1 0.15, buf_4 0.37
[registers in the layout, summed over array words and instances, names as in the netlist, named ones only]
name,flops
_34,48
_57,48
_27,16
_16,2
_24,1
[how the worst max path moves through the flow]
stage                       startpoint          to  slack (ns)  cells past startpoint
after CTS             _57[2]$_DFFE_PP_  dst_mac[2]        1.14                      1
after global routing  _57[2]$_DFFE_PP_  dst_mac[2]        1.14                      1
final                 _57[2]$_DFFE_PP_  dst_mac[2]        1.20                      1
[area by class of cell]
type | count | area (um^2)
well taps | 99 | 123.9
clock inverters | 15 | 163.9
fillers | 311 | 991.0
flip-flops and latches | 117 | 3483
multi-input cells | 53 | 335.3
clock buffers | 17 | 414.1
repair buffers | 183 | 1819
No activity file was given, so power comes from the tool's default toggle rates.
